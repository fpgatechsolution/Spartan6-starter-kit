### design/flow/run.sh
#!/bin/bash
# OpenROAD 26Q1-2900-gdf79404cd8, Yosys 0.63+post, stock flow scripts
make -C /OpenROAD-flow-scripts/flow DESIGN_CONFIG=/design/flow/config.mk WORK_HOME=/design/flow/orfs finish
### design/flow/config.mk
export PLATFORM = sky130hd
export DESIGN_NAME = binbcd16
export DESIGN_NICKNAME = binbcd16
export VERILOG_FILES = /design/flow/design.v
export SDC_FILE = /design/flow/constraint.sdc
export NUM_CORES = 4
export LEC_CHECK = 1
export CORE_UTILIZATION = 40
### design/flow/constraint.sdc
current_design binbcd16

set clk_period 23.6
set clk_io_pct 0.2

create_clock -name clk0 -period $clk_period

set non_clock_inputs [all_inputs -no_clocks]
set_input_delay [expr $clk_period * $clk_io_pct] -clock clk0 $non_clock_inputs
set_output_delay [expr $clk_period * $clk_io_pct] -clock clk0 [all_outputs]
### design/flow/design.v
  module binbcd16(B,P);
	input [15:0] B;
	output [18:0] P;
	reg [18:0] P;
	reg [35:0] z;
	integer i;
  always @(B)
  begin
    for(i = 0; i <= 35; i = i+1)
	z[i] = 0;
    z[18:3] = B;
    for(i = 0; i <= 12; i = i+1)
    begin
	if(z[19:16] > 4)	
		z[19:16] = z[19:16] + 3;
	if(z[23:20] > 4) 	
		z[23:20] = z[23:20] + 3;
	if(z[27:24] > 4) 	
		z[27:24] = z[27:24] + 3;
	if(z[31:28] > 4) 	
		z[31:28] = z[31:28] + 3;
		if(z[35:32] > 4) 	
		z[35:32] = z[35:32] + 3;
	z[35:1] = z[34:0];
    end      
    P = z[35:16];	
  end 
endmodule
==> impl_metrics.json <==
{
  "finalClockPeriodUsage_pct": 86.22,
  "worstPathRequired_ns": 18.88,
  "slowest_stage": "nor4_4",
  "hold_violations": 0,
  "min_delay_path_depth": 0,
  "yosysTopAreaCell": "ha_1",
  "worst_pin_slew_ns": 0.8937,
  "worstHoldStart": "B[0]",
  "synth_top_cell_by_count": "nand2_1",
  "grt_max_degree": 31,
  "viasPerCell": 6.487,
  "start_kind": "primary input",
  "avgSynthCellArea_um2": 6.521,
  "drt_iter0_drc": 568,
  "dr_wl_met2_um": 6868,
  "syn_area_um2": 5628,
  "crit_fanout": 23,
  "crit_arrival_ns": 15.63,
  "synthCells": 863,
  "tns_ns": 0,
  "core_area_um2": 13510,
  "period_needed_ns": 20.35,
  "die.size.y_um": 120.6,
  "highest_layer": "met4",
  "max_freq_mhz": 49.15,
  "regArea_um2": 0,
  "ys_top_cells_by_count": "78 x nand2_1, 70 x a21oi_1, 65 x nor2_1",
  "drive_above_1_share_pct": 8.166,
  "worstSetupEndpointType": "output port",
  "path_class": "primary input to output port",
  "hp-class": "primary input to output port",
  "fp-utilization_pct": 41.67,
  "grt_pass1_vias": 5670,
  "cts_resized": 0,
  "tool_warnings": 46,
  "synth_top_area_share_pct": 6.670,
  "whs_endpoint": "P[0]",
  "synthesis.yosys.warnings": 1,
  "die_x_um": 120.6,
  "gp_congestion": 0.8989,
  "n_sequential_cell": 0,
  "syn_to_final_growth_pct": 6.336,
  "cts_hold_buf": 0,
  "met1_length_um": 7750,
  "chip_area_um2": 14550,
  "setup_viol": 0,
  "cpPeakStageDelay_ns": 0.76,
  "synth.distinct_cells": 101,
  "antenna_found_initial": 0,
  "drc": 0,
  "cts_setup_buffers": 0,
  "rsz0062_at_grt": "false",
  "routed_wl_um": 15580,
  "fp-row-count": 42,
  "crit_top_cell": "ha_1",
  "status": "finished clean",
  "hpwlAfterDp_um": 11050,
  "slew_headroom_pct": 39.91,
  "wire_per_inst_um": 15.26,
  "fin_area_um2": 5984,
  "slew_violations": 0,
  "startpoint": "B[13]",
  "synth_stat.cells": 863,
  "met3_length_um": 847,
  "grt-ovfl-total": 0,
  "yosys_area_um2": 5628,
  "grt_pass1_wl_um": 26900,
  "clkbuf_count": 0,
  "num_vias": 6623,
  "yosys.stat.seqShare_pct": 0,
  "ant_nets": 0,
  "place_area_um2": 5984,
  "whs_ns": 9.440,
  "io_pins": 35,
  "grt_usage_pct": 21.49,
  "io_buffers": 33,
  "n_antenna_cell": 0,
  "drtPass1Iterations": 5,
  "maxCapViolCount": 0,
  "topCellsByArea": "ha_1 6.7%, a21oi_1 6.2%, nand2_1 5.2%"
}
==> metal layers <==
layer / vias to the layer above / global-route usage (%)
met5: - / 0
met4: 0 / 2.623
met3: 13 / 0.6262
met2: 244 / 33.51
met1: 3019 / 33.58
li1: 3347 / -
==> metrics by stage <==
stage	instances	setup WS, ns	util (%)
6_report	1021	3.253	44.31
4_1_cts	1021	3.387	44.31
3_3_place_gp	1021	3.490	44.31
3_5_place_dp	1021	3.424	44.31
5_1_grt	1021	2.356	44.31
2_1_floorplan	863	5.710	-
==> cell usage in the layout (no fill, tap or decap), drive strengths merged, types with 6 or more instances in the layout <==
cell and n:
a2111oi 10, a211o 7, a211oi 20, a21boi 9
a21o 7, a21oi 71, a221oi 6, a22oi 6
a311oi 6, a31oi 18, and2 7, and3 6
buf 22, clkdlybuf4s50 33, ha 30, inv 31
mux2 13, mux2i 20, nand2 80, nand2b 12
nand3 42, nand4 17, nor2 65, nor2b 6
nor3 37, nor4 16, o211ai 14, o21ai 59
o221ai 8, o22ai 13, o31ai 14, or2 8
or3 9, xnor2 22, xor2 7
==> area by class of cell <==
class              instances  area [um^2]
fillers                 1397         7521
inverters                 31        116.4
multi-input cells        759         5152
well taps                176        220.2
repair buffers            55        495.5
==> kinds of logic (layout without fill, tap and decap cells) <==
| family | Yosys count | in the layout | synth area share [%] |
|---|---|---|---|
| AND/OR/NAND/NOR | 323 | 323 | 29.52 |
| AND-OR/OR-AND | 342 | 342 | 43.89 |
| adder cells (fa/ha/maj) | 30 | 30 | 6.670 |
| buffers and inverters | 104 | 86 | 8.448 |
| multiplexers | 33 | 33 | 6.158 |
| XOR/XNOR | 31 | 31 | 5.313 |
==> worst max-delay path, delay by kind of cell <==
kind	cells	cell delay, ns
AOI/OAI and AO/OA	14	2.98
and+or+nand+nor	8	2.52
adders and majority gates	8	2.46
buffers and inverters	8	1.75
xor gates and xnor gates	4	0.94
muxes	1	0.21
==> how the worst max path moves through the flow <==
stage        to  slack, ns  cells after the start
4_1_cts   P[10]       3.39                     43
5_1_grt   P[10]       2.36                     43
6_report  P[10]       3.25                     43
